==> flow/design.v <==
module counter_2bit (
    input clk,            
    input reset,
    input cnt1, 
    input clk_en, 
    output co);     
reg[1:0] count;
always @(posedge clk or posedge reset ) begin
    if (reset) begin
        count <= 2'b0;     
    end else if(cnt1 & clk_en)begin
        count <= count + 1;    
    end
end
assign co =  (count == 2'b01)  ? 1'b1 : 1'b0;
endmodule
module shift_register_Port2(
    input  clk,
    input  rst,    
    input  Ser_In, 
    input sh_en,
    input clk_en,
    output reg [1 : 0] data_out 
);
always @(posedge clk or posedge rst) begin
    if (rst) begin
    data_out <= 2'b0;
	end 
	else if (sh_en & clk_en) begin
        data_out <= {data_out[0], Ser_In};
	end
    end
endmodule
module counter_3bit (
    input clk,            
    input reset,
    input  cnt2, 
    input clk_en,         
    output co);     
reg[2:0] count;
always @(posedge clk or posedge reset) begin
    if (reset) begin
        count <= 3'b0;     
    end else if(cnt2 & clk_en)begin
        count <= count + 1;    
    end
end
assign co = (count == 3'b100) ? 1'b1 : 1'b0;
endmodule
module shift_register_Port5(
    input  clk,
    input  rst,    
    input  Ser_In, 
    input sh_en,
    input clk_en,
    output reg [4 : 0] data_out 
);
always @(posedge clk or posedge rst) begin
    if (rst) begin
    data_out <=5'b0;
end else if (sh_en & clk_en) begin
        data_out <= {data_out[3:0], Ser_In};
end
    end
endmodule
module dp(input clk, rst, cnt1, cnt2, cntD, ld_cntD, sh_en, sh_enD, Ser_In, clkPB, output co1, co2,CoD, output p0, p1, p2, p3, clk_EN , output [6:0] SSD1 , SSD2);
wire [1:0] data_out2;
wire [4:0] data_out5, count;
counter_3bit counter3bit(.clk(clk),.reset(rst),.clk_en(clk_EN), .cnt2(cnt2),.co(co2)); 
shift_register_Port2  shifreg2Bit(.clk(clk),.rst(rst), .Ser_In(Ser_In), .sh_en(sh_en), .clk_en(clk_EN), .data_out(data_out2));
shift_register_Port5 shifreg5Bit(.clk(clk), .rst(rst), .Ser_In(Ser_In), .sh_en(sh_enD), .clk_en(clk_EN), .data_out(data_out5));
one_pulser oneP(.clk(clk), .rst(rst), .clkPB(clkPB), .clk_EN(clk_EN));
downcounter_bit5 DC5Bit(.clk(clk), .reset(rst), .init_value(data_out5), .cntD(cntD), .ldcntD(ld_cntD), .clk_En(clk_EN), .coD(CoD), .count(count));
counter_2bit cntr2Bit(.clk(clk),.reset(rst),.clk_en(clk_EN), .cnt1(cnt1),.co(co1)); 
demux_1to4 Dmux(
    .Ser_In(Ser_In),               
    .port_num(data_out2),         
    .p0(p0), .p1(p1), .p2(p2), .p3(p3)         
);
Seven_Segment seven_seg1(.count(count[3:0]), .SSD(SSD1));
Seven_Segment seven_seg2(.count({3'b000 , count[4]}), .SSD(SSD2));
endmodule
module Seven_Segment(count, SSD);
  input [3:0] count;
  output reg [6:0] SSD;
  always@(count)begin
    case(count)
      4'b0000: SSD = 7'b1000000;
      4'b0001: SSD = 7'b1111001;
      4'b0010: SSD = 7'b0100100;
      4'b0011: SSD = 7'b0110000;
      4'b0100: SSD = 7'b0011001;
      4'b0101: SSD = 7'b0010010;
      4'b0110: SSD = 7'b0000010;
      4'b0111: SSD = 7'b1111000;
      4'b1000: SSD = 7'b0000000;
      4'b1001: SSD = 7'b0010000;
      4'b1010: SSD = 7'b0001000;
      4'b1011: SSD = 7'b0000011;
      4'b1100: SSD = 7'b1000110;
      4'b1101: SSD = 7'b0100001;
      4'b1110: SSD = 7'b0000110;
      4'b1111: SSD = 7'b0001110;
    endcase
  end
endmodule
module controller(input clk,
    input rst,
    input Ser_In,
    input Co1,
    input Co2,
    input CoD,
    input clk_en,
    output  done, loadcntD ,output reg SerOut_Valid, cnt1, cnt2, cntD, sh_en, sh_enD );
    parameter [1:0] IDLE  = 2'b00,
              PORT = 2'b01,
              DATA_NUMBER  = 2'b10,
	      DATA_TRANSFER  = 2'b11;
reg [1:0] ps, ns;
    always@(posedge clk or posedge rst) begin
	if(rst)
	    ps <= IDLE;
         else if (clk_en)
            ps <= ns;
    end
    always@(ps,Co1, Co2, CoD, Ser_In) begin
        ns = IDLE;
        case (ps)
            IDLE:  begin ns = Ser_In ? IDLE : PORT; end
            PORT: begin ns = Co1 ? DATA_NUMBER : PORT;  end 
            DATA_NUMBER:  begin ns = Co2 ? DATA_TRANSFER : DATA_NUMBER; end
	    DATA_TRANSFER: begin ns = CoD ? DATA_TRANSFER : IDLE; end
            default: ns = IDLE;
        endcase
    end
   always@(ps,Co2, CoD) begin
        {cnt1, cnt2, cntD, sh_en, sh_enD, SerOut_Valid} = 6'b0;
	case (ps)
            PORT: {cnt1,sh_en} = 2'b11;  
            DATA_NUMBER: begin {cnt2,sh_enD} = 2'b11; SerOut_Valid = Co2; end
	    DATA_TRANSFER: begin cntD = 1'b1 ;   SerOut_Valid = CoD; end
        endcase
	end
	assign loadcntD = Co2;
        assign done = ~CoD;
endmodule
module demux_1to4 (
    input  Ser_In,              
    input  [1:0] port_num,         
    output reg p0, p1, p2, p3        
);
always @(port_num) begin
    {p0, p1, p2, p3} = 4'b0000;               
    case (port_num)
        2'b00: p0 = Ser_In;
        2'b01: p1 = Ser_In;
        2'b10: p2 = Ser_In;
        2'b11: p3 = Ser_In;
        default: {p0, p1, p2, p3} = 4'b0000;
    endcase
end
endmodule
module downcounter_bit5 (
 input  clk,
 input  reset,
 input  [4:0] init_value,
 input cntD,
 input ldcntD,
 input clk_En,
 output coD,
 output reg [4:0] count
);
always @(posedge clk or posedge reset ) begin
 if (reset) begin
   count <= 5'b11111;
 end else if (ldcntD)begin
   count <= init_value;	
   end else if (cntD & clk_En)begin
   count <= count - 1;
end
end
assign coD = (count == 5'b00001) ? 1'b0 : 1'b1;
endmodule
module one_pulser(input clk,
    input rst,
    input clkPB,
    output reg clk_EN);
    parameter A  = 2'b00,
              B = 2'b01,
              C  = 2'b10;
reg [1:0] ps, ns;
    always@(posedge clk or posedge rst ) begin
	if(rst)
	    ps <= A;
         else
            ps <= ns;
    end
    always@(clkPB , ps) begin
	ns = 2'b00;
        case (ps)
            A:  begin ns = clkPB ? B : A; end
            B: begin ns = C ;  end 
            C:  begin ns = clkPB ? C : A;end
            default: ns = A;
        endcase
    end
   always@(clkPB , ps) begin
	clk_EN = 0;
	if(ps == B)
		clk_EN = 1'b1;
	end
endmodule
module top(input clk, rst, clkPB,Ser_In, output SerOutValid, done, output p0, p1, p2, p3 , output [6:0] SSD1, SSD2 );
wire cnt1, cnt2, cntD, ld_cntD, sh_en, co1, co2, CoD, clk_en;
dp datapth(.clkPB(clkPB), .clk(clk), .rst(rst), .cnt1(cnt1), .cnt2(cnt2), .cntD(cntD), .ld_cntD(ld_cntD), .sh_en(sh_en), .sh_enD(sh_enD),.clk_EN(clk_en), .Ser_In(Ser_In),.co1(co1), .co2(co2),.CoD(CoD), .p0(p0), .p1(p1), .p2(p2), .p3(p3) , .SSD1(SSD1) , .SSD2(SSD2));
controller cntr( .clk(clk), .rst(rst), .Ser_In(Ser_In), .Co1(co1), .Co2(co2), .CoD(CoD), .clk_en(clk_en), .done(done), .SerOut_Valid(SerOutValid), .cnt1(cnt1), .cnt2(cnt2), .cntD(cntD), .sh_en(sh_en), .sh_enD(sh_enD), .loadcntD(ld_cntD));
endmodule
==> flow/run.sh <==
#!/bin/bash
# OpenROAD 26Q1-2900-gdf79404cd8, Yosys 0.63+post, stock flow scripts
make -C /OpenROAD-flow-scripts/flow DESIGN_CONFIG=/design/flow/config.mk WORK_HOME=/design/flow/orfs finish
==> flow/config.mk <==
export PLATFORM = sky130hd
export DESIGN_NAME = top
export DESIGN_NICKNAME = top
export VERILOG_FILES = /design/flow/design.v
export SDC_FILE = /design/flow/constraint.sdc
export NUM_CORES = 4
export LEC_CHECK = 1
export CORE_UTILIZATION = 30
==> flow/constraint.sdc <==
current_design top

set clk_period 1.7
set clk_io_pct 0.2

create_clock -name clk0 -period $clk_period [get_ports {clk}]

set non_clock_inputs [all_inputs -no_clocks]
set_input_delay [expr $clk_period * $clk_io_pct] -clock clk0 $non_clock_inputs
set_output_delay [expr $clk_period * $clk_io_pct] -clock clk0 [all_outputs]
==> reports/qor.yml <==
outcome:
  status: "finished with violations"
  violations: "setup timing"
final_timing:
  fmax_mhz: 504
  rsz0062_at_grt: "true"
  finalCriticalPeriod_ps: 1990
  fin_setup_tns_ps: -2010
  holdWs_ps: 414
  worst_clock_skew_ps: 2.22
  hold_violations: 0
  finalSetupViolations: 9
  setup_slack_ps: -285
  fin_crit_sh_pct: 117
  finalMaxSlewViolations: 0
routing:
  drt_wl_total_um: 2800
  via_per_inst: 4.69
  drc: 0
  first_iter_violations: 28
  dr.pass1.iters: 4
  vias: 1172
  drt-wirelength-per-cell_um: 11.2
  antennaDiodeCount: 0
  ant_nets: 0
clock_network:
  cts_made_buffers: 3
  cts_tree: "built"
  cts_buffer_depth: 2
  cts_sinks: 24
  cts_max_level: 1
  clock_latency_ps: 260
  path_clk_slew_ps: 80
  root_buffer: "clkbuf_8"
floorplanning:
  chipWidth_um: 69.9
  io_pins: 24
  die_y_um: 69.9
  rows: 24
  coreArea_um2: 4380
  fp_util_pct: 31.6
  dieArea_um2: 4890
global_routing:
  grt_pass1_vias: 1094
  grt_first_pass_wirelength_um: 4810
  antenna_found_initial: 0
  grt_use_total_pct: 12.2
  grt_max_degree: 25
  grt-ovfl-total: 0
final_layout:
  drive_above_1_share_pct: 43.4
  instances_no_fill: 250
  syn_to_final_growth_pct: 49.7
  utilization_pct: 47.3
  mostFrequentLayoutCell: "buf_4"
  mostFrequentLayoutCells: "buf_4 (27), nand2_1 (22), dfrtp_1 (16)"
  nFillCells: 384
pwr:
  swShare_pct: 19.4
  leakagePower_nw: 1.02
  pwr-share-seq_pct: 59.0
  p_comb_share_pct: 3.7
  clockPowerShare_pct: 37.3
  ir_worst_vdd_mv: 0.457
  p_per_area_nw_per_um2: 481
  internal_power_w: 0.000803
  switchingPower_w: 0.000193
synthesis:
  synth.top_cell.area_share_pct: 30.7
  synth_flops: 24
  edf_count: 0
  synth_cells: 147
  ys_seq_share_pct: 44.0
  ys_types: 32
  synthTopCellsByArea: "dfrtp_1 (31%), dfstp_2 (13%), ha_1 (9.0%), o21ai_0 (6.5%), nand2_1 (6.0%)"
  ys_area_um2: 1380
  netlist_area_um2: 1380
  ys_cells: 147
  synth-async-reset-ratio_pct: 100
  synth.avg_cell_area_um2: 9.41
  top_area_cell: "dfrtp_1"
  yosys_warnings: 10
  ff_type: "dfrtp_1"
flow_run:
  openroad.warnings: 33
  max_cap_violations: 0
worst_setup_path:
  criticalPathCategory: "reg2out"
  arrival_ps: 1650
  cp.required_ps: 1360
  path_max_fanout: 5
  worstSetupStartpointType: "register"
  end_kind: "output pin"
placement:
  dpl_worst_slack_ps: -379
  numPortBuffers: 20
  dp_hpwl_um: 1890
  numPlacedInstances: 226
  gp_congestion: 0.851
worst_hold_path:
  hold_class: "in2async"
## kinds of logic after synthesis
| kind of cell | count (synthesis) | share of synthesized area [%] |
|---|---|---|
| mux | 9 | 7.05 |
| other cells | 2 | 0.543 |
| simple gates | 47 | 15.8 |
| flops | 24 | 44.0 |
| fa+ha+maj | 10 | 9.04 |
| compound gates | 29 | 12.6 |
| xor+xnor | 4 | 2.53 |
| buf+inv | 22 | 8.41 |
## final cells by class
type,count,area (µm²),share of cell area [%]
tap,52,65.1,3.14
clock buffer,4,55.1,2.66
timing repair buffer,59,508,24.5
sequential,24,611,29.5
inverter,9,36.3,1.75
multi-input combinational,102,797,38.5
## state kept, by name, summed over array words and instances, names as in the netlist
name                          count
cntr.ps                           4
datapth.DC5Bit.count              5
datapth.cntr2Bit.count            2
datapth.counter3bit.count         3
datapth.oneP.ps                   3
datapth.shifreg2Bit.data_out      2
datapth.shifreg5Bit.data_out      5
## path summary, 6_finish.rpt
check	from	endpoint	slack, ps	cells past startpoint
worst max-delay path	datapth.DC5Bit.count[0]	SSD1[3]	-290	7
worst min-delay path	rst	datapth.counter3bit.count[1]	410	3
worst max register to register	datapth.DC5Bit.count[2]	datapth.DC5Bit.count[3]	150	4
worst min register to register	datapth.cntr2Bit.count[0]	datapth.cntr2Bit.count[0]	480	1
max in group asynchronous	rst	datapth.DC5Bit.count[3]	1010	3
min in group clk0	datapth.cntr2Bit.count[0]	datapth.cntr2Bit.count[0]	480	1
## power by group through the flow
| stage | combinational [W] | sequential [W] | clock, W |
|---|---|---|---|
| 6_report | 0.0000366 | 0.000588 | 0.000372 |
| 5_1_grt | 0.0000432 | 0.000590 | 0.000411 |
| 4_1_cts | 0.0000383 | 0.000588 | 0.000383 |
## stage by stage
step	cell area (µm²)	power (W)
final	2070	0.000996
after global routing	2070	0.00104
after CTS	2000	0.00101
after detailed placement	1710	0.000636
after global placement	1710	0.000634
after floorplan	1390	0.000619
## per-layer routing
metal / global-route usage [%] / routed length, µm / share of wire [%]
met1: 18.9 / 1440 / 52
met3: 2.63 / 96 / 3.4
met2: 19.3 / 1250 / 44
met4: 0.889 / 14 / 0.50
met5: 0 / 0 / 0
## worst max-delay path, cell delays in order (launching register included)
cell and delay [ps]:
dfstp_2 600, inv_2 70, buf_6 110, buf_6 100, ha_4 150, o211ai_1 160, o21ai_1 80, buf_2 110
## repair_timing
| action | 4_1_cts | 5_1_grt |
|---|---|---|
| resized | 72 | 13 |
| cloned | 0 | 0 |
| endpoints found under the setup margin | 17 | 15 |
| pin swaps | 11 | 7 |
| hold buffers | 0 | 0 |
| setup buffers | 18 | 3 |
## synth_stat cells, types with 3 or more instances
cell and number:
nand2_1 22, xnor2_1 4, buf_4 7, and2_1 3
mux2i_1 3, nand3_1 5, a21oi_1 3, mux2_2 6
dfstp_2 7, inv_1 9, nor3_1 3, clkbuf_1 5
o21ai_0 18, a32o_1 3, dfrtp_1 17, ha_1 10
nor2_1 5
Power figures rest on the tool's default switching activity, not on a simulated workload.
